===== config.mk =====
export PLATFORM = sky130hd
export DESIGN_NAME = Max_Tick
export DESIGN_NICKNAME = Max_Tick
export VERILOG_FILES = /design/flow/design.v
export SDC_FILE = /design/flow/constraint.sdc
export NUM_CORES = 4
export LEC_CHECK = 1
export CORE_AREA = 10 10 70 70
export DIE_AREA = 0 0 80 80

===== constraint.sdc =====
current_design Max_Tick

set clk_period 1.9
set clk_io_pct 0.2

create_clock -name clk0 -period $clk_period [get_ports {clk}]

set non_clock_inputs [all_inputs -no_clocks]
set_input_delay [expr $clk_period * $clk_io_pct] -clock clk0 $non_clock_inputs
set_output_delay [expr $clk_period * $clk_io_pct] -clock clk0 [all_outputs]

===== design.v =====
`timescale 1ns / 1ps
module Max_Tick
	#(parameter	M = 10)  
	(input wire clk, reset,
	output wire max_tick,
	output wire [5:0] q);
	reg [5:0] r_reg =1'b0;
	wire [5:0] r_next;
	always @(posedge clk, posedge reset)
		if(reset)
			r_reg <= 0;
		else
			r_reg <= r_next;
	assign r_next = (r_reg ==(M-1)) ? 0 : r_reg + 1;  
	assign q = r_reg;
	assign max_tick = (r_reg ==(M-1)) ? 1'b1 : 1'b0;  
endmodule

===== run.sh =====
#!/bin/bash
# OpenROAD 26Q1-2900-gdf79404cd8, Yosys 0.63+post, stock flow scripts
make -C /OpenROAD-flow-scripts/flow DESIGN_CONFIG=/design/flow/config.mk WORK_HOME=/design/flow/orfs finish

==> impl_metrics.json <==
{
  "num_io_pins": 9,
  "crit_type": "reg -> out",
  "slowest_stage": "clkdlybuf4s50_1",
  "fin_crit_ns": 1.58,
  "cts_hold_buf": 0,
  "first_pass_iters": 2,
  "cts.reportedPaths.clkPinSlew_ns": 0.04,
  "avgSynthCellArea_um2": 11.8,
  "required_ns": 1.52,
  "post-place-ws_ns": 0.190,
  "post-route-worst-setup-slack_ns": 0.324,
  "rows": 21,
  "synth_area_um2": 294,
  "grt_pass1_vias": 190,
  "grt_usage": 0.0198,
  "nFillCells": 392,
  "cts_root_buf": "clkbuf_4",
  "insertion_delay_ns": 0.24,
  "antenna_found_initial": 0,
  "cp_num_buf_inv": 2,
  "dr.first_iter.drc_count": 13,
  "power_density_mw_per_mm2": 518,
  "wl_um": 672,
  "cp_max_fo": 5,
  "yosysWarningCount": 1,
  "area_delta_synth_final_pct": 62.6,
  "ff_type": "dfrtp_1",
  "final.setup.tns_ns": 0,
  "worst_r2r_endpoint": "r_reg[2]",
  "crit_arrival_ns": 1.20,
  "skew_ns": 0.000341,
  "grt_max_degree": 7,
  "path_delay_family": "buffers and inverters",
  "r2r_start": "r_reg[1]",
  "yosys_cells": 25,
  "clock-sinks": 6,
  "tightest_slew_ns": 0.259,
  "drc": 0,
  "total_power_mw": 0.248,
  "die_width_um": 80,
  "end_kind": "output pin",
  "design_area_um2": 478,
  "clk_path_buf_depth": 2,
  "irDropWorstVdd_mv": 0.135,
  "maxCapViolations": 0,
  "ys_area_um2": 294,
  "grt_setup_unrepaired": "false",
  "overflow": 0,
  "wl_per_cell_um": 7.91,
  "hold_ws_ns": 0.368,
  "synth.top_cell.area_share": 0.511,
  "core_region_area_mm2": 0.00342,
  "async_reset_ff_frac": 1.00,
  "diodes": 0,
  "cts_tree": "yes",
  "ys_types": 12,
  "edf_count": 0,
  "cp.depth": 2,
  "place_area_um2": 435,
  "syn_inst": 25,
  "detail-route-antenna-nets": 0,
  "start_kind": "register",
  "largest_area_cell": "dfrtp_1",
  "topCellsByArea": "dfrtp_1 51%, xnor2_1 8.9%, ha_1 8.5%",
  "dp.cells": 80,
  "drive_gt1_frac": 0.308,
  "outcome": "complete, no violations",
  "vias": 219,
  "htreeDepth": 1,
  "port_buffers": 8,
  "ys_seq_share": 0.511,
  "drv_slew": 0,
  "routabilityCongestion": 0.702,
  "warning_count": 26,
  "slowest_delay_ns": 0.47,
  "path_cells": "buf_4 -> clkdlybuf4s50_1",
  "regToRegSetupSlack_ns": 0.70,
  "fp_util": 0.0861,
  "numSynthFlops": 6,
  "period_used_share": 0.829,
  "most_common_cell": "dfrtp_1",
  "max_freq_mhz": 635,
  "common_cells": "6 x dfrtp_1, 3 x nand3_1, 3 x nor2_2, 3 x xnor2_1",
  "final_cells": 85,
  "leakagePower_nw": 0.215,
  "postLayoutCoreUtil": 0.140,
  "final_hold_viol_count": 0,
  "cts_buffers": 3,
  "viasPerCell": 2.58,
  "grt_pass1_wl_um": 959,
  "largest_reg_flops": 6,
  "die_h_um": 80,
  "reg2reg_depth": 6,
  "max_slew_margin": 0.826,
  "dieArea_mm2": 0.00640,
  "hold_class": "in -> async",
  "finalSetupViolations": 0
}
==> worst max path at each step <==
stage | startpoint | endpoint
finish | r_reg[0] | q[0]
global route | r_reg[0] | q[0]
CTS | r_reg[1] | max_tick
==> report_power, final <==
part | switching [mW] | internal, mW
logic | 0.00271 | 0.00193
clock network | 0.0435 | 0.0713
registers | 0 | 0.128
total | 0.0463 | 0.201
==> metal layers <==
| layer | global-route usage | vias up | wire length [um] |
|---|---|---|---|
| met4 | 0.00352 | 0 | 0 |
| li1 | - | 109 | - |
| met3 | 0.0261 | 0 | 149 |
| met1 | 0.0269 | 98 | 319 |
| met5 | 0 | - | 0 |
| met2 | 0.0161 | 12 | 204 |
==> layout make-up <==
class,count,area (um^2),area share
repair buffers,12,113,0.236
multi-input cells,16,128,0.267
clock buffers,3,22.5,0.0471
inverters,2,7.51,0.0157
well taps,46,57.6,0.120
flip-flops and latches,6,150,0.314
==> logic make-up after synthesis <==
| kind of cell | Yosys count | synth area share |
|---|---|---|
| xor+xnor | 4 | 0.119 |
| fa+ha+maj | 2 | 0.0851 |
| buf+inv | 3 | 0.0638 |
| flops | 6 | 0.511 |
| simple gates | 10 | 0.221 |
==> what timing repair did <==
item                       CTS  global route
gates resized                0             2
hold endpoints to repair     0             0
setup endpoints to repair    1             1
gates cloned                 0             0
buffers inserted             1             1
pin swaps                    1             0
==> cells in the final DEF, fill, tap and decap left out <==
cell type and n:
and3_1 1, ha_1 1, clkbuf_4 3, clkdlybuf4s50_1 7
buf_4 4, nor2_2 3, ha_2 1, xnor2_1 3
xor2_1 1, dfrtp_1 6, and4b_1 1, nor2_4 1
inv_1 2, dlymetal6s2s_1 1, nor2_1 1, nand3_1 3
