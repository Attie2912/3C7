===== design/flow/design.v =====
`timescale 1ns / 1ps
module BarrelShift(
	input wire [7:0] a,
	input wire [2:0] amt,
	output reg [7:0] y,
	input wire direction
    );
always @*
 begin
	 if(direction == 1)  
		case(amt)
			3'o0: y = a;
			3'o1: y = {a[0], a[7:1]};  
			3'o2: y = {a[1:0], a[7:2]};  
			3'o3: y = {a[2:0], a[7:3]};
			3'o4: y = {a[3:0], a[7:4]};
			3'o5: y = {a[4:0], a[7:5]};
			3'o6: y = {a[5:0], a[7:6]};
			default: y = {a[6:0], a[7]};
		endcase
	  else
		  case(amt)  
				3'o0: y = a;  
				3'o1: y = {a[6:0], a[7]};
				3'o2: y = {a[5:0], a[7:6]};
				3'o3: y = {a[4:0], a[7:5]};
				3'o4: y = {a[3:0], a[7:4]};
				3'o5: y = {a[2:0], a[7:3]};
				3'o6: y = {a[1:0], a[7:2]};
				default: y = {a[0], a[7:1]};
			endcase
  end
endmodule

===== design/flow/run.sh =====
#!/bin/bash
# OpenROAD 26Q1-2900-gdf79404cd8, Yosys 0.63+post, stock flow scripts
make -C /OpenROAD-flow-scripts/flow DESIGN_CONFIG=/design/flow/config.mk WORK_HOME=/design/flow/orfs finish

===== design/flow/config.mk =====
export PLATFORM = sky130hd
export DESIGN_NAME = BarrelShift
export DESIGN_NICKNAME = BarrelShift
export VERILOG_FILES = /design/flow/design.v
export SDC_FILE = /design/flow/constraint.sdc
export NUM_CORES = 4
export LEC_CHECK = 1
export CORE_AREA = 10 10 74 74
export DIE_AREA = 0 0 84 84

===== design/flow/constraint.sdc =====
current_design BarrelShift

set clk_period 4.4
set clk_io_pct 0.2

create_clock -name clk0 -period $clk_period

set non_clock_inputs [all_inputs -no_clocks]
set_input_delay [expr $clk_period * $clk_io_pct] -clock clk0 $non_clock_inputs
set_output_delay [expr $clk_period * $clk_io_pct] -clock clk0 [all_outputs]

==> metrics.yaml <==
status: "finished clean"
fmax_ghz: 0.2506
grt_start_max_net_pins: 25
final-instance-count-excl-fill: 155
slew_headroom: 0.6132
ys_warn_count: 1
routedWlPerCell_um: 13.78
netlist_instances: 92
antenna_found_initial: 0
ant_nets: 0
synth-cells-yosys: 92
rows: 23
first_pass_iters: 4
yosys_area_sq_um: 779.5
holdPathEnd: "y[1]"
cpMostUsedCell: "clkdlybuf4s50_1"
seq_area_sq_um: 0
grt_setup_unrepaired: "false"
warning_count: 32
ys_seq_frac: 0
cp_cell_sequence: "clkdlybuf4s50_1 > clkinv_1 > nor3_1 > a21oi_1 > a31oi_1 > clkdlybuf4s50_1"
grt_pass1_vias: 775
ctsHoldBuffers: 0
post-cts-setup-buffers: 0
vias: 754
layout-drive-gt1-share: 0.1048
critical_path_class: "primary input to output port"
cts_resized: 0
worstPathMaxFanout: 15
coreArea_sq_mm: 0.003971
num-clock-buffers: 0
crit_path_top_delay_cell: "clkdlybuf4s50_1"
hold_class: "primary input to output port"
whs_path_depth: 5
critical_path_arrival_ns: 3.11
critPathCaptureType: "output port"
initCoreUtil: 0.1963
grt_overflow: 0
min_period_ns: 3.991
hpwl_um: 1593
power_uw: 104.2
area_growth_pct: 23.27
power_density_mw_per_mm2: 108.5
cp_slowest_stage_delay_ns: 0.84
die_w_um: 84
synth_area_sq_um: 779.5
finalSetupViolCount: 0
track_usage: 0.05657
min-delay-start: "amt[0]"
period_used_share: 0.9069
slew_viol_final: 0
die_h_um: 84
gp_congestion: 0.8098
setup_tns_ns: 0
pin_count: 20
crit_path_start_kind: "primary input"
timing.hold.ws_ns: 2.944
grt_pass1_wl_um: 3567
vdd_drop_max_v: 0.00004635
post-place-ws_ns: 0.4075
finalHoldViolCount: 0
p_leak_nw: 0.3648
insertedDiodeCount: 0
via_per_inst: 4.865
drt_iter0_markers: 26
dieArea_sq_mm: 0.007056
ff_count: 0
final.setup.worst_slack_ns: 0.4094
routed_wl_um: 2136
crit_required_ns: 3.52
portBuffers: 20
yosysUniqueCellTypes: 29
syn_area_per_cell_sq_um: 8.473
max_cap_viol_count: 0
place_inst: 155
drc_errors: 0
worst_slew_pin_slew_ns: 0.5784
Yosys cell counts:
cell type  instances  share of area
buf_2              1         0.0064
buf_6              5          0.072
xor2_1             1          0.011
nor2_1             5          0.024
o21ai_1            1         0.0064
nor3b_1            1         0.0096
clkbuf_8           4          0.071
nor2b_1            1         0.0080
clkinv_1           1         0.0048
or2_2              1         0.0080
nand3_1            2          0.013
o22ai_1            4          0.032
mux4_2             5           0.14
nor3_1             4          0.026
mux4_1             2          0.067
a211oi_1           1         0.0096
o211ai_1           1         0.0096
and3_1             1         0.0080
nand2b_1           2          0.016
nand2_1           10          0.048
a21oi_1            3          0.019
inv_1              1         0.0048
mux2i_1           18           0.23
a22oi_1            1         0.0096
a31oi_1            3          0.024
a311oi_1           2          0.022
o21ai_0            8          0.051
a2111oi_1          1          0.013
mux2_2             2          0.029
worst max-delay path by stage:
stage	cells past startpoint	slack, ns	end	startpoint
finish	6	0.41	y[5]	direction
global route	6	0.20	y[5]	direction
CTS	6	0.41	y[5]	direction
kinds of logic after synthesis:
kind of cell	Yosys count	synth area share
AND-OR/OR-AND	25	0.1974
buffers and inverters	12	0.1589
AND/OR/NAND/NOR	27	0.1605
multiplexers	27	0.4719
XOR/XNOR	1	0.01124
report_power, final:
group	internal, mW	total (mW)	switching (mW)
Sequential	0	0	0
Combinational	0.0583	0.104	0.0459
Clock	0	0	0
per-stage QoR:
stage,utilization,cell area (sq um)
after floorplan,-,779.5
after global placement,0.2420,960.9
after detailed placement,0.2420,960.9
after CTS,0.2420,960.9
after global routing,0.2420,960.9
final,0.2420,960.9
worst max-delay path: cells and delay by family:
kind	cells	cell delay, ns
AND-OR/OR-AND	2	0.23
buffers and inverters	3	1.74
AND/OR/NAND/NOR	1	0.25
cell type report:
class,instances,area [sq um]
Fill cell,440,3010
Multi-Input combinational cell,80,655.6
Timing Repair Buffer,23,235.2
Tap cell,50,62.56
Inverter,2,7.507
layer usage:
metal | GRT usage | share of wire
met4 | 0.004566 | 0
met3 | 0.006890 | 0.032
met2 | 0.1024 | 0.51
met5 | 0 | 0
met1 | 0.07180 | 0.46
cell usage in the layout, fill, tap and decap left out, types with 2 or more instances in the layout:
cell type         n
mux4_2            5
clkdlybuf4s50_1  20
mux2_2            2
a31oi_1           3
nand2_1          10
a21oi_1           3
nor3_1            4
a311oi_1          2
o22ai_1           4
nand2b_1          2
mux4_1            2
mux2i_1          18
nand3_1           2
o21ai_0           8
nor2_1            5
buf_4             2
