$ cat /design/flow/run.sh
#!/bin/bash
# OpenROAD 26Q1-2900-gdf79404cd8, Yosys 0.63+post, stock flow scripts
make -C /OpenROAD-flow-scripts/flow DESIGN_CONFIG=/design/flow/config.mk WORK_HOME=/design/flow/orfs finish
$ cat /design/flow/config.mk
export PLATFORM = sky130hd
export DESIGN_NAME = eightBitAdder
export DESIGN_NICKNAME = eightBitAdder
export VERILOG_FILES = /design/flow/design.v
export SDC_FILE = /design/flow/constraint.sdc
export NUM_CORES = 4
export LEC_CHECK = 1
export CORE_AREA = 10 10 70 70
export DIE_AREA = 0 0 80 80
$ cat /design/flow/constraint.sdc
current_design eightBitAdder

set clk_period 8.5
set clk_io_pct 0.2

create_clock -name clk0 -period $clk_period

set non_clock_inputs [all_inputs -no_clocks]
set_input_delay [expr $clk_period * $clk_io_pct] -clock clk0 $non_clock_inputs
set_output_delay [expr $clk_period * $clk_io_pct] -clock clk0 [all_outputs]
$ cat /design/flow/design.v
module FullAdder(a, b, cin, s, cout);
  input wire a, b, cin;
  output wire s, cout;
  assign s = cin ^ a ^ b;
  assign cout = (b & cin) | (a & cin) | (a & b); 
endmodule
`timescale 1ns / 1ps
module eightBitAdder(x, y, c_in, overflow, c_out, sum);
	input wire [7:0] x, y;
	input wire c_in;
	output wire overflow, c_out; 
	output wire [7:0]sum;
	wire c_out_1, c_out_2, c_out_3, c_out_4, c_out_5, c_out_6, c_out_7, c_out_8;
	wire sum_0, sum_1, sum_2, sum_3, sum_4, sum_5, sum_6, sum_7; 
	FullAdder bit_0(.a(x[0]), .b(y[0]), .cin(c_in), .s(sum_0), .cout(c_out_1)); 
	FullAdder bit_1(.a(x[1]), .b(y[1]), .cin(c_out_1), .s(sum_1), .cout(c_out_2)); 
	FullAdder bit_2(.a(x[2]), .b(y[2]), .cin(c_out_2), .s(sum_2), .cout(c_out_3));
	FullAdder bit_3(.a(x[3]), .b(y[3]), .cin(c_out_3), .s(sum_3), .cout(c_out_4));
	FullAdder bit_4(.a(x[4]), .b(y[4]), .cin(c_out_4), .s(sum_4), .cout(c_out_5));
	FullAdder bit_5(.a(x[5]), .b(y[5]), .cin(c_out_5), .s(sum_5), .cout(c_out_6));
	FullAdder bit_6(.a(x[6]), .b(y[6]), .cin(c_out_6), .s(sum_6), .cout(c_out_7));
	FullAdder bit_7(.a(x[7]), .b(y[7]), .cin(c_out_7), .s(sum_7), .cout(c_out_8));
	assign overflow = c_out_7 ^ c_out_8;
	assign c_out = c_out_8;
	assign sum = {sum_7, sum_6, sum_5, sum_4, sum_3, sum_2, sum_1, sum_0};
endmodule
==> results.sh <==
# flow metrics
export IMPL_run_status="complete, no violations"
export IMPL_relSlewSlack_pct=91.7
export IMPL_top_area_share_pct=60.1
export IMPL_max_freq_mhz=135
export IMPL_finalMaxSlewViolations=0
export IMPL_flop_area_um2=0
export IMPL_synthesis_area_um2=267
export IMPL_grt_overflow=0
export IMPL_tns_ns=0
export IMPL_antenna_cells=0
export IMPL_synth_top_cell_by_area="fa_1"
export IMPL_critPathMaxFanout=2
export IMPL_cts_setup_buffers=0
export IMPL_vdd_ir_drop_max_uv=23.8
export IMPL_antenna_found_initial=0
export IMPL_comb_area_um2=169
export IMPL_clkbuf_count=0
export IMPL_core_um2=3420
export IMPL_finalSetupViolations=0
export IMPL_drt_wl_total_um=811
export IMPL_topCellsByArea="fa_1, buf_4, inv_1, xnor2_1"
export IMPL_tool_warnings=32
export IMPL_synthCells=27
export IMPL_power_leakage_nw=0.219
export IMPL_ys_cells=27
export IMPL_drt_pass1_iterations=2
export IMPL_postSynthSeqShare_pct=0
export IMPL_die_h_um=80
export IMPL_synth_avg_cell_area_um2=9.87
export IMPL_grt_pass1_wl_mm=1.30
export IMPL_dieArea_um2=6400
export IMPL_ys_types=4
export IMPL_hold_path_startpoint="c_in"
export IMPL_holdCritPathClass="in2out"
export IMPL_area_growth_pct=100
export IMPL_drive_above_1_share_pct=0
export IMPL_dp_hpwl_um=784
export IMPL_crit_start="y[0]"
export IMPL_die_x_um=80
export IMPL_ff_count=0
export IMPL_final_area_um2=534
export IMPL_cts_hold_buf=0
export IMPL_worstPathRequired_ns=6.80
export IMPL_io_buffer_count=27
export IMPL_num_rows=21
export IMPL_tightest_slew_ns=0.123
export IMPL_vias=219
export IMPL_dpl_cell_area_um2=534
export IMPL_cp_arrival_ns=5.72
export IMPL_rsz0062_at_grt="false"
export IMPL_fillers=392
export IMPL_initCoreUtil_pct=7.80
export IMPL_yosysWarnings=0
export IMPL_ant_nets=0
export IMPL_fin_util_pct=15.6
export IMPL_p_per_area_nw_per_um2=65.4
export IMPL_drt_initial_drc_count=1
export IMPL_fin_crit_ns=7.42
export IMPL_cts_resized=0
export IMPL_wl_per_cell_um=8.82
export IMPL_io_pins=27
export IMPL_period_used_pct=87.3
export IMPL_drv_cap=0
export IMPL_yosys_area_um2=267
export IMPL_final_hold_violation_count=0
export IMPL_grt_max_degree=3
export IMPL_hold_depth=5
export IMPL_track_usage_pct=2.52
export IMPL_power_uw=35.0
export IMPL_gp_congestion=0.840
export IMPL_critPathKind="in2out"
export IMPL_hold_end="sum[0]"
export IMPL_drc_errors=0
export IMPL_crit_path_start_kind="input port"
export IMPL_end_kind="output port"
export IMPL_grt_pass1_vias=273
export IMPL_viasPerCell=2.38
## synthesized netlist by cell type, drive strengths merged
cell type and number:
fa 8, buf 8, xnor2 1, inv 10
## stage by stage
| stage | setup slack, ns | instances | hold slack [ns] |
|---|---|---|---|
| floorplan | 1.95 | 27 | 3.62 |
| global placement | 1.07 | 92 | 4.47 |
| detailed placement | 1.05 | 92 | 4.45 |
| CTS | 1.04 | 92 | 4.46 |
| global route | 0.850 | 92 | 4.50 |
| finish | 1.08 | 92 | 4.45 |
## cell type report
| cell class | count | area share, % |
|---|---|---|
| multi-input combinational | 9 | 31.6 |
| timing repair buffer | 27 | 50.6 |
| tap | 46 | 10.8 |
| inverter | 10 | 7.03 |
## worst max-delay path, stage by stage
cell	delay, ns
clkdlybuf4s50_1	0.40
inv_1	0.08
fa_1	0.17
inv_1	0.05
fa_1	0.37
fa_1	0.39
fa_1	0.38
fa_1	0.39
fa_1	0.38
fa_1	0.41
inv_1	0.08
fa_1	0.40
inv_1	0.06
clkdlybuf4s50_1	0.47
## layer usage
| metal | GRT usage (%) | vias up | share of wire, % |
|---|---|---|---|
| li1 | - | 101 | - |
| met1 | 2.91 | 92 | 41 |
| met2 | 3.05 | 26 | 24 |
| met3 | 3.07 | 0 | 35 |
| met4 | 0 | 0 | 0 |
| met5 | 0 | - | 0 |
## cell families (layout without fill, tap and decap cells)
logic type | after synthesis | after routing | synth area share, %
buffers and inverters | 18 | 37 | 36.6
adder cells (fa/ha/maj) | 8 | 8 | 60.1
XOR/XNOR | 1 | 1 | 3.29
## worst max path at each step
stage	slack, ns	to	depth (start not counted)
global route	0.85	sum[7]	14
CTS	1.04	sum[7]	14
finish	1.08	sum[7]	14
## power by group
group	switching [mW]	internal [mW]
combinational	0.00904	0.0259
sequential	0	0
clock	0	0
## cells in the final DEF, fill, tap and decap left out
| cell type | n |
|---|---|
| clkdlybuf4s50_1 | 27 |
| inv_1 | 10 |
| fa_1 | 8 |
| xnor2_1 | 1 |
Power is estimated from default activity; no workload was simulated.
